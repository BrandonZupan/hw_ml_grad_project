<file path="flow/design.v">
module wb_align (
    input [255:0]   wb_in,
    input [4:0]     wb_sel,
    input [2:0]     vlmul,
    output reg [1023:0] registers
);
    always @(*) begin
        case (vlmul)
            3'b000:      
                registers = {992'b0, wb_in[31:0]} << (wb_sel * 32);
            3'b001:      
                registers = {960'b0, wb_in[63:0]} << (wb_sel * 32 * 2);
            3'b010:      
                registers = {896'b0, wb_in[127:0]} << (wb_sel * 32 * 4);
            3'b011:
                registers = {768'b0, wb_in[255:0]} << (wb_sel * 32 * 8);
            default:
                registers = 0;
        endcase
    end
endmodule
</file>
<file path="flow/run.sh">
#!/bin/bash
# OpenROAD 26Q1-2900-gdf79404cd8, Yosys 0.63+post, stock flow scripts
make -C /OpenROAD-flow-scripts/flow DESIGN_CONFIG=/design/flow/config.mk WORK_HOME=/design/flow/orfs finish
</file>
<file path="flow/config.mk">
export PLATFORM = sky130hd
export DESIGN_NAME = wb_align
export DESIGN_NICKNAME = wb_align
export VERILOG_FILES = /design/flow/design.v
export SDC_FILE = /design/flow/constraint.sdc
export NUM_CORES = 4
export LEC_CHECK = 1
export CORE_AREA = 10 10 493 493
export DIE_AREA = 0 0 503 503
</file>
<file path="flow/constraint.sdc">
current_design wb_align

set clk_period 53.1
set clk_io_pct 0.2

create_clock -name clk0 -period $clk_period

set non_clock_inputs [all_inputs -no_clocks]
set_input_delay [expr $clk_period * $clk_io_pct] -clock clk0 $non_clock_inputs
set_output_delay [expr $clk_period * $clk_io_pct] -clock clk0 [all_outputs]
</file>
==> results.json <==
{
  "num_rows": 177,
  "place_hpwl_um": 248600,
  "rsz0062_at_grt": "no",
  "holdBufCountCts": 0,
  "post-route-drc-count": 0,
  "min_period_ps": 26070,
  "drt_first_pass_iters": 5,
  "drv_slew": 0,
  "routedWlPerCell_um": 46.95,
  "dieArea_um2": 253000,
  "status": "complete, no violations",
  "max_clock_freq_ghz": 0.03836,
  "ff_count": 0,
  "ir_drop_mv": 0.004715,
  "cap_viol_max_count": 0,
  "drive_gt1_share_pct": 7.760,
  "worstPathRequired_ps": 42480,
  "cp_slowest_cell": "clkdlybuf4s50_1",
  "grt_usage_pct": 21.23,
  "worst_slew_pin_slew_ps": 866.9,
  "avgViaCountPerCell": 3.197,
  "antenna_found_initial": 164,
  "pre_cts_slack_ps": 27140,
  "critPathCaptureType": "output port",
  "path_max_fanout": 38,
  "crit_path_start_kind": "input pin",
  "ctsResizeCount": 0,
  "p_per_area_nw_per_um2": 6.425,
  "routed_wirelength_um": 278300,
  "die_h_um": 503,
  "ys_area_um2": 8718,
  "postPlaceCellArea_um2": 25640,
  "nClkBuffers": 0,
  "crit_path_frequent_cell": "buf_4",
  "min_path_type": "in -> out",
  "synth_area_um2": 8718,
  "maxSlewHeadroom_pct": 42.21,
  "avgSynthCellArea_um2": 5.392,
  "yosysTopAreaCell": "nor2_1",
  "ys_top_cells_by_area": "nor2_1 (28%), and2_1 (9.4%), nor2b_1 (9.3%)",
  "logic_area_um2": 7966,
  "tns_ps": 0,
  "worstPathArrival_ps": 15450,
  "yosysUniqueCellTypes": 50,
  "crit_chain": "clkdlybuf4s50_1 -> or2b_2 -> o32ai_1 -> nor4_1 -> buf_4 -> nor2b_4 -> buf_4 -> buf_4 -> and2_1 -> clkdlybuf4s50_1",
  "critical_path_class": "in -> out",
  "grt_first_pass_wirelength_um": 323800,
  "ys_seq_share_pct": 0,
  "postRouteAntennaNets": 0,
  "grt_max_degree": 59,
  "ys_cells": 1617,
  "warning_count": 32,
  "drt_iter0_markers": 1275,
  "utilization_pct": 11.08,
  "p_leak_uw": 0.007270,
  "seq_area_um2": 0,
  "fp_util_pct": 3.753,
  "yosysWarnings": 1,
  "syn2layout_area_growth_pct": 195.1,
  "boundaryPins": 1288,
  "power_uw": 165.3,
  "fin_area_um2": 25730,
  "port_buffers": 1288,
  "top_area_share_pct": 27.68,
  "overflow": 0,
  "finalHoldViolations": 0,
  "fillCellCount": 26853,
  "grt_pass1_vias": 18674,
  "place.gp.congestion": 0.9359,
  "coreArea_um2": 232300,
  "cts_setup_buffers": 0,
  "setup_viol": 0,
  "synthCells": 1617,
  "via_count": 18950,
  "die_w_um": 503,
  "fin_crit_sh_pct": 49.10,
  "slowest_delay_ps": 1030,
  "layout_setup_ws_ps": 27030
}
worst paths after layout:
| kind | start | depth (start not counted) | to | slack [ps] |
|---|---|---|---|---|
| worst max-delay path | vlmul[1] | 10 | registers[996] | 27030 |
| worst min-delay path | wb_in[253] | 5 | registers[253] | 22360 |
per-layer routing:
| layer | wire length (um) | vias up | part of all wire [%] | track usage (%) |
|---|---|---|---|---|
| met5 | 854 | - | 0.31 | 0 |
| met4 | 3756 | 132 | 1.3 | 1.673 |
| met3 | 44430 | 337 | 16 | 14.72 |
| met2 | 130000 | 1435 | 47 | 35.44 |
| met1 | 99220 | 9191 | 36 | 22.95 |
| li1 | - | 7855 | - | - |
where the power goes:
group | leakage [uW] | switching [uW] | internal [uW] | total (uW)
Clock | 0.000000226 | 0 | 0.00000128 | 0.00000151
Sequential | 0 | 0 | 0 | 0
Combinational | 0.00727 | 111 | 54.2 | 165
cells in the final DEF (no fill, tap or decap), types with 20 or more instances in the layout:
cell type and instances:
clkdlybuf4s50_1 1288, o21ai_1 31, nor3_1 128, o221ai_2 30, and2_1 130, nor2_1 643
a2bb2oi_1 31, nand2_1 131, nor2b_1 129, o21a_1 32, a22oi_1 61, a22oi_4 20
buf_4 125, diode_2 36
synth_stat cells (2+ instances only):
cell type  count
buf_4         17
o21a_1        33
nor4_1         2
o21ai_0        2
nand3b_1       2
mux2i_1        3
nor3_1       128
o221ai_1       2
nor2b_1      130
and2_1       131
inv_1          2
nand3_1        2
nand2b_1       2
o2bb2ai_1      3
buf_6          4
a22oi_2       10
o32ai_1        2
a2bb2oi_1     32
or2_2          2
nor2_1       643
o21ai_1       32
o221ai_2      31
nand2_1      133
buf_2        102
clkbuf_1      50
a22oi_1       66
clkbuf_2       3
buf_1          7
a22oi_4       20
worst max-delay path: cells and delay by family:
family / cells / cell delay, ps
buffers and inverters: 5 / 3010
AND/OR/NAND/NOR: 4 / 1540
AND-OR/OR-AND: 1 / 190
metrics by stage:
stage | cells | hold slack (ps)
after floorplan | 1617 | 21330
after global placement | 5891 | 22350
after detailed placement | 5891 | 22360
after CTS | 5891 | 22360
after global routing | 5895 | 22420
final | 5927 | 22360
cells by family after synthesis:
logic type             count (synthesis)  share of synthesized area [%]
and+or+nand+nor                     1185                          61.54
AOI/OAI and AO/OA                    242                          27.45
buffers and inverters                187                          10.66
muxes                                  3                         0.3444
final cells by class:
class / instances / area share, %
Multi-Input combinational cell: 1430 / 30.96
Timing Repair Buffer: 1414 / 53.83
Inverter: 4 / 0.06807
Antenna cell: 36 / 0.3501
Tap cell: 3043 / 14.80
Power figures rest on the tool's default switching activity, not on a simulated workload.
