[flow/run.sh]
#!/bin/bash
# OpenROAD 26Q1-2900-gdf79404cd8, Yosys 0.63+post, stock flow scripts
make -C /OpenROAD-flow-scripts/flow DESIGN_CONFIG=/design/flow/config.mk WORK_HOME=/design/flow/orfs finish
[flow/config.mk]
export PLATFORM = sky130hd
export DESIGN_NAME = register_out_select
export DESIGN_NICKNAME = register_out_select
export VERILOG_FILES = /design/flow/design.v
export SDC_FILE = /design/flow/constraint.sdc
export NUM_CORES = 4
export LEC_CHECK = 1
export CORE_AREA = 10 10 493 493
export DIE_AREA = 0 0 503 503
[flow/constraint.sdc]
current_design register_out_select

set clk_period 24.5
set clk_io_pct 0.2

create_clock -name clk0 -period $clk_period

set non_clock_inputs [all_inputs -no_clocks]
set_input_delay [expr $clk_period * $clk_io_pct] -clock clk0 $non_clock_inputs
set_output_delay [expr $clk_period * $clk_io_pct] -clock clk0 [all_outputs]
[flow/design.v]
module register_out_select (
    input [1023:0]   registers,
    input [4:0]     op0_sel,
    input [2:0]     vlmul,
    output reg [255:0] op0_out 
);
    wire [31:0] r0 = registers[31:0];
    wire [31:0] r1 = registers[63:32];
    wire [31:0] r2 = registers[95:64];
    wire [31:0] r3 = registers[127:96];
    wire [31:0] r4 = registers[159:128];
    wire [31:0] r5 = registers[191:160];
    wire [31:0] r6 = registers[223:192];
    wire [31:0] r7 = registers[255:224];
    wire [31:0] r8 = registers[287:256];
    wire [31:0] r9 = registers[319:288];
    wire [31:0] r10 = registers[351:320];
    wire [31:0] r11 = registers[383:352];
    wire [31:0] r12 = registers[415:384];
    wire [31:0] r13 = registers[447:416];
    wire [31:0] r14 = registers[479:448];
    wire [31:0] r15 = registers[511:480];
    wire [31:0] r16 = registers[543:512];
    wire [31:0] r17 = registers[575:544];
    wire [31:0] r18 = registers[607:576];
    wire [31:0] r19 = registers[639:608];
    wire [31:0] r20 = registers[671:640];
    wire [31:0] r21 = registers[703:672];
    wire [31:0] r22 = registers[735:704];
    wire [31:0] r23 = registers[767:736];
    wire [31:0] r24 = registers[799:768];
    wire [31:0] r25 = registers[831:800];
    wire [31:0] r26 = registers[863:832];
    wire [31:0] r27 = registers[895:864];
    wire [31:0] r28 = registers[927:896];
    wire [31:0] r29 = registers[959:928];
    wire [31:0] r30 = registers[991:960];
    wire [31:0] r31 = registers[1023:992];
    reg [255:0] op0_8_selected_regs_out;
    wire [1:0] op0_8_group_select = op0_sel[4:3];
    always @(*) begin
        case (op0_8_group_select)
            2'b00:   
                op0_8_selected_regs_out = {r7, r6, r5, r4, r3, r2, r1, r0};
            2'b01:   
                op0_8_selected_regs_out = {r15, r14, r13, r12, r11, r10, r9, r8};
            2'b10:   
                op0_8_selected_regs_out = {r23, r22, r21, r20, r19, r18, r17, r16};
            2'b11:   
                op0_8_selected_regs_out = {r31, r30, r29, r28, r27, r26, r25, r24};
        endcase
    end
    reg [127:0] op0_4_selected_regs_out;
    wire [2:0] op0_4_group_select = op0_sel[4:2];
    always @(*) begin
        case (op0_4_group_select)
            3'b000:
                op0_4_selected_regs_out = {r3, r2, r1, r0};
            3'b001:
                op0_4_selected_regs_out = {r7, r6, r5, r4};
            3'b010:
                op0_4_selected_regs_out = {r11, r10, r9, r8};
            3'b011:
                op0_4_selected_regs_out = {r15, r14, r13, r12};
            3'b100:
                op0_4_selected_regs_out = {r19, r18, r17, r16};
            3'b101:
                op0_4_selected_regs_out = {r23, r22, r21, r20};
            3'b110:
                op0_4_selected_regs_out = {r27, r26, r25, r24};
            3'b111:
                op0_4_selected_regs_out = {r31, r30, r29, r28};
        endcase
    end
    reg [63:0]  op0_2_selected_regs_out;
    wire [3:0] op0_2_group_selected = op0_sel[4:1];
    always @(*) begin
        case (op0_2_group_selected)
            4'b0000:
                op0_2_selected_regs_out = {r1, r0};
            4'b0001:
                op0_2_selected_regs_out = {r3, r2};
            4'b0010:
                op0_2_selected_regs_out = {r5, r4};
            4'b0011:
                op0_2_selected_regs_out = {r7, r6};
            4'b0100:
                op0_2_selected_regs_out = {r9, r8};
            4'b0101:
                op0_2_selected_regs_out = {r11, r10};
            4'b0110:
                op0_2_selected_regs_out = {r13, r12};
            4'b0111:
                op0_2_selected_regs_out = {r15, r14};
            4'b1000:
                op0_2_selected_regs_out = {r17, r16};
            4'b1001:
                op0_2_selected_regs_out = {r19, r18};
            4'b1010:
                op0_2_selected_regs_out = {r21, r20};
            4'b1011:
                op0_2_selected_regs_out = {r23, r22};
            4'b1100:
                op0_2_selected_regs_out = {r25, r24};
            4'b1101:
                op0_2_selected_regs_out = {r27, r26};
            4'b1110:
                op0_2_selected_regs_out = {r29, r28};
            4'b1111:
                op0_2_selected_regs_out = {r31, r30};
        endcase
    end
    reg [31:0] op0_1_selected_regs_out;
    always @(*) begin
        case (op0_sel)
            0: op0_1_selected_regs_out = r0;
            1: op0_1_selected_regs_out = r1;
            2: op0_1_selected_regs_out = r2;
            3: op0_1_selected_regs_out = r3;
            4: op0_1_selected_regs_out = r4;
            5: op0_1_selected_regs_out = r5;
            6: op0_1_selected_regs_out = r6;
            7: op0_1_selected_regs_out = r7;
            8: op0_1_selected_regs_out = r8;
            9: op0_1_selected_regs_out = r9;
            10: op0_1_selected_regs_out = r10;
            11: op0_1_selected_regs_out = r11;
            12: op0_1_selected_regs_out = r12;
            13: op0_1_selected_regs_out = r13;
            14: op0_1_selected_regs_out = r14;
            15: op0_1_selected_regs_out = r15;
            16: op0_1_selected_regs_out = r16;
            17: op0_1_selected_regs_out = r17;
            18: op0_1_selected_regs_out = r18;
            19: op0_1_selected_regs_out = r19;
            20: op0_1_selected_regs_out = r20;
            21: op0_1_selected_regs_out = r21;
            22: op0_1_selected_regs_out = r22;
            23: op0_1_selected_regs_out = r23;
            24: op0_1_selected_regs_out = r24;
            25: op0_1_selected_regs_out = r25;
            26: op0_1_selected_regs_out = r26;
            27: op0_1_selected_regs_out = r27;
            28: op0_1_selected_regs_out = r28;
            29: op0_1_selected_regs_out = r29;
            30: op0_1_selected_regs_out = r30;
            31: op0_1_selected_regs_out = r31;
        endcase
    end
    always @(*) begin
        case (vlmul)
            3'b000:      
                op0_out = {224'b0, op0_1_selected_regs_out};
            3'b001:      
                op0_out = {192'b0, op0_2_selected_regs_out};
            3'b010:
                op0_out = {128'b0, op0_4_selected_regs_out};
            3'b011:
                op0_out = op0_8_selected_regs_out;
            default:
                op0_out = 0;
        endcase
    end
endmodule
==> flow_summary.yaml <==
# physical design summary
drt:
  drt-wirelength-per-cell_um: 58.15
  drt_iter0_markers: 5272
  routed_wirelength_um: 432700
  avgViaCountPerCell: 5.501
  num_vias: 40937
  drc_errors: 0
  first_pass_iters: 8
  antenna_left: 0
pwr:
  p_per_area_mw_per_mm2: 21.84
  ir_worst_vdd_mv: 0.01753
  power_w: 0.0008804
  p_leak_nw: 13.99
layout:
  nClkBuffers: 0
  lay_top_count: "clkdlybuf4s50_1"
  logic_area_mm2: 0.02149
  lay_top_cells: "clkdlybuf4s50_1, nand2_1, mux2i_1"
  drive_above_1_share_pct: 13.75
  ff_count: 0
  nFillCells: 26008
  regArea_um2: 0
  area_growth_pct: 74.28
  final_area_mm2: 0.04032
timing:
  max_slew_margin_pct: 24.29
  slew_violations: 0
  max_slew.worst_pin.slew_ps: 1134
  setup_viol: 0
  report.final.hold_viol_count: 0
  tns_ps: 0
  period_used_pct: 62.46
  whs_ps: 10910
  min_period_ps: 15300
  fmax_mhz: 65.35
  rsz0062_at_grt: "false"
worst_hold_path:
  hold_class: "input pin to output port"
logic_synthesis:
  area_leaders: "mux4_2, mux2i_1, a22oi_1, o21ai_0, nand2_1"
  synthCells: 3068
  syn_avg_cell_area_um2: 7.541
  yosys-stat-cells: 3068
  ys_types: 85
  yosys_warnings: 1
  synth-area-yosys_mm2: 0.02313
  syn_area_mm2: 0.02313
  top_area_cell: "mux4_2"
  synth_top_area_share_pct: 17.52
  yosysSeqAreaShare_pct: 0
floorplan:
  coreArea_mm2: 0.2323
  die_h_um: 503
  fp_util_pct: 9.958
  die_w_um: 503
  io_pins: 1288
  dieArea_mm2: 0.2530
  fp-row-count: 177
clocking:
  ctsHoldBuffers: 0
  cts_setup_buffers: 0
  cts_resized: 0
flow_run:
  maxCapViolCount: 0
  warning_count: 33
global_routing:
  grt_max_degree: 93
  antenna_found_initial: 494
  grt_pass1_vias: 38555
  track_usage_pct: 33.02
  globalRoute.totalOverflow: 0
  grt_pass1_wl_um: 520000
setup_path:
  worstPathRequired_ps: 19600
  criticalPathCategory: "input pin to output port"
  cp_max_fo: 48
  critPathLaunchType: "input pin"
  critPathCaptureType: "output port"
  critical_path_arrival_ps: 10400
placement:
  globalplace.congestion: 1.017
  io_buffers: 1288
  hpwl_um: 358500
  place_area_mm2: 0.03979
run_status:
  status: "completed"
## area by class of cell
type	count	area share (%)
antenna	210	1.303
inverter	11	0.1303
multi-input combinational	2687	53.30
tap	3043	9.443
timing repair buffer	1491	35.83
## stage by stage
stage	utilization, %	cells	setup WS [ps]
final	17.36	7442	9197
after detailed placement	17.13	7232	9254
after global placement	17.13	7232	9266
after CTS	17.13	7232	9224
after floorplan	-	3068	13100
after global routing	17.23	7328	9006
## cells in the mapped netlist, types with 9 or more instances
cell       instances
and2_1            28
nand3_1           62
a211oi_1          48
a2111oi_0         23
buf_6             29
o32ai_1           12
mux2i_1          256
nor4_1            13
nor3b_1           10
a211o_1           12
a221o_1           14
o211a_1           79
a21o_1             9
nor2_1           161
inv_1             10
o211ai_1          70
o2111ai_1         12
a31oi_1           30
o221ai_1          43
clkbuf_1         121
a32oi_1           43
o21a_1            22
nor3_1            56
buf_1             16
buf_2            144
a22oi_1          180
buf_4             60
nand2_1          315
nand4_1           36
o2bb2ai_1         14
and3_1            69
a2bb2oi_1          9
o22ai_1           43
a32o_1            16
o21ai_0          242
a21oi_1          198
nor2b_1           36
nand3b_1          17
mux4_2           180
a22o_1            68
a221oi_1          30
nand2b_1          19
mux2_2            76
## routing by layer
layer  track usage [%]  up-vias  part of all wire, %
met1             37.55    20221                   36
li1                  -    15035                    -
met5            0.2253        -                 0.50
met2             45.51     4095                   40
met4             19.82      324                  7.2
met3             22.01     1262                   16
## logic make-up (layout without fill, tap and decap cells)
group                  Yosys count  after routing  share of synthesized area, %
AND-OR/OR-AND                 1289           1289                         39.75
AND/OR/NAND/NOR                884            884                         18.95
multiplexers                   514            514                         32.43
buffers and inverters          381           1502                         8.875
other                            0            210                             0
## where the power goes
| part | total (W) | switching [W] | internal [W] |
|---|---|---|---|
| Sequential | 0 | 0 | 0 |
| Clock | 0.000000000563 | 0 | 0.000000000562 |
| Combinational | 0.000880 | 0.000520 | 0.000360 |
## final timing paths
kind,from,to,cells after the start
max,op0_sel[3],op0_out[5],11
min,registers[163],op0_out[163],4
## critical path, stage by stage
cell and delay [ps]:
buf_8 350, buf_4 610, buf_4 670, buf_4 560, buf_4 470, buf_4 640, mux4_2 620, mux4_2 500
o211ai_1 110, o211ai_1 250, clkdlybuf4s50_1 530
Power and IR drop assume default switching activity.
