### design/flow/config.mk
export PLATFORM = sky130hd
export DESIGN_NAME = alu
export DESIGN_NICKNAME = alu
export VERILOG_FILES = /design/flow/design.v
export SDC_FILE = /design/flow/constraint.sdc
export NUM_CORES = 4
export LEC_CHECK = 1
export CORE_AREA = 10 10 299 299
export DIE_AREA = 0 0 309 309
### design/flow/constraint.sdc
current_design alu

set clk_period 8.8
set clk_io_pct 0.2

create_clock -name clk0 -period $clk_period

set non_clock_inputs [all_inputs -no_clocks]
set_input_delay [expr $clk_period * $clk_io_pct] -clock clk0 $non_clock_inputs
set_output_delay [expr $clk_period * $clk_io_pct] -clock clk0 [all_outputs]
### design/flow/run.sh
#!/bin/bash
# OpenROAD 26Q1-2900-gdf79404cd8, Yosys 0.63+post, stock flow scripts
make -C /OpenROAD-flow-scripts/flow DESIGN_CONFIG=/design/flow/config.mk WORK_HOME=/design/flow/orfs finish
### design/flow/design.v
module alu (
    input [255:0]   op0_value,
    input [255:0]   op1_value,
    input [1:0]     mode,
    output [255:0]  alu_out
);
    genvar i;
    generate 
        for (i = 0; i < 32; i = i + 1) begin
            alu_8_bit alu0 (op0_value[(8*i) + 7: 8*i], op1_value[(8*i) + 7: 8*i], mode, alu_out[(8*i) + 7: 8*i]);
        end
    endgenerate
endmodule
module alu_8_bit (
    input [7:0] a, b,  
    input [1:0] mode,  
    output reg [7:0] z
);
    always @(mode, a, b) begin
    case (mode)
        2'b01   : 
            z = a & b;
        2'b10   : 
            z = a | b;
        2'b11   : 
            z = a ^ b;
        default : 
            z = a + b;
    endcase
    end
endmodule
==> deck_impl_summary.md <==
Physical Implementation Snapshot

Synth
  – Netlist cell types: roughly 58
  – Register area share after synthesis: 0
  – Aoi share: 0.221
  – Avg Synthesized Cell Area: 7.46 sq um
  – Syn Inst Count: 2782
  – Largest cells by area: ha_1, mux4_2, inv_1, a21oi_1, nor2_1
  – Largest logic family: adder cells
  – MUX area fraction: 0.140
  – And+or+nand+nor area frac: 0.118
  – Cell count in the Yosys report: between 2000 and 3000
  – Xor/xnor share: 0.0511
  – Fa+ha+maj area frac: 0.329
  – Max-area cell share: 0.326
  – YS warnings: 1
  – Area leader, netlist: ha_1
  – Yosys chip area: just over 20000 sq um
  – Mapped Area: 20700 sq um

Global routing
  – Largest net degree at the start of global routing: about 110
  – Vias in the first global route: about 21000
  – Total congestion overflow: 0
  – Global-route wire length before repair: 142000 um
  – GRT Total Usage: 0.202
  – Initial antenna violation count: 38

Status
  – Outcome: completed

Critical path
  – CP top delay family: buffers and inverters
  – CP max stage cell: a31oi_1
  – Cell mode on critical path: clkdlybuf4s50_1
  – CP Buf/Inv Count: 3
  – CP required: 7040 ps
  – CP cell instances: clkdlybuf4s50_1 -> inv_1 -> ha_1 -> a211oi_2 -> o21ai_1 -> a31oi_1 -> xnor2_1 -> mux4_2 -> clkdlybuf4s50_1
  – Critical path capture point type: output port
  – Crit path launch type: primary input
  – Crit Path Category: in -> out
  – Slowest Stage Delay on Critical Path: approximately 560 ps
  – Max Fanout on Critical Path: 5
  – Critical Path AT: 4770 ps

Route
  – Vias: between 20000 and 25000
  – WL/cell: about 22 um
  – First-pass detailed-route iteration total: 5
  – Number of vias per cell: 4.82
  – Initial DRC count: between 1000 and 1500
  – Total wire length: slightly below 100000 um
  – DRC: 0
  – Post-DRT Antenna Nets: 0

Flow run
  – Total of max-cap violations: 0
  – Tool Warnings: 320

Final timing
  – Fmax: approximately 150 MHz
  – Final setup viols: 0
  – Fin. Hold Viols: 0
  – Post-route clock period utilization: 0.742
  – Post-Route Setup TNS: 0 ps
  – Final max-slew violation count: 0
  – RSZ-0062 raised after global routing: false
  – Worst-Margin Slew: roughly 870 ps
  – Slew Limit Headroom: 0.423
  – Min Tclk post-route: 6530 ps

Floorplan
  – I/O pin cnt: a little under 800
  – Core area: just over 80000 sq um
  – Die area: 95500 sq um
  – FP Core Util: 0.252
  – Die outline width: slightly above 300 um
  – Die H: 309 um
  – Row cnt: 105

Finish
  – Fraction of layout cells with a size suffix above 1: 0.0571
  – Top Layout Cells: clkdlybuf4s50_1, inv_1, ha_1, nor2_1, a21oi_1
  – Layout area overhead: 42.8%
  – Fillers: about 8500
  – Finished Cell Area: roughly 30000 sq um
  – Flop area: 0 sq um
  – Clock buffers: 0
  – Flops: 0
  – Most frequent logic cell in the layout: clkdlybuf4s50_1
  – Logic area: between 15000 and 20000 sq um

CTS
  – Hold buffers post-CTS: 0
  – PostCTS Resize Cnt: 0
  – Setup bufs post-CTS: 0

Power
  – P_leak: between 10 and 15 nW
  – PwrDens: 61.5 nW/um^2
  – Worst VDD drop: ~26 uV

Placed design
  – Post-DP Area: 29600 sq um
  – Final HPWL DP: 84900 um
  – Port-buffer cells: 770
  – RePlAce Congestion: around 0.97

Worst hold path
  – Worst Hold Class: in -> out
[cells by family after synthesis]
logic type	count (synthesis)
compound gates	688
xor+xnor	121
fa+ha+maj	544
buf+inv	762
mux	148
simple gates	519
[routing by layer]
layer | up-vias | part of all wire | track usage
met3 | 108 | 0.078 | 0.0480
met1 | 10187 | 0.41 | 0.256
met2 | 761 | 0.49 | 0.340
met5 | - | 0.0016 | 0
li1 | 10927 | - | -
met4 | 24 | 0.023 | 0.0511
[cells in the mapped netlist, types with 28 or more instances]
| cell type | number |
|---|---|
| inv_1 | 657 |
| ha_1 | 541 |
| nor2_1 | 213 |
| a21oi_1 | 180 |
| o21ai_0 | 135 |
| mux4_2 | 114 |
| nand2_1 | 108 |
| xnor2_1 | 78 |
| a211oi_1 | 57 |
| nand2b_1 | 55 |
| o22ai_1 | 53 |
| buf_2 | 45 |
| xor2_1 | 43 |
| clkbuf_1 | 42 |
| nor3_1 | 42 |
| mux2i_1 | 34 |
| o211ai_1 | 34 |
| a21o_1 | 30 |
| o21ai_1 | 28 |
[where the power goes]
group	switching, mW	leakage, nW	internal [mW]
combinational	0.829	14.3	0.993
clock	0	0.000146	0.000000352
sequential	0	0	0
[area by class of cell]
type,instances,share of cell area
antenna,23,0.00194
inverter,658,0.0836
multi-input combinational,2020,0.603
tap,1070,0.0452
timing repair buffer,791,0.266
[per-stage QoR]
| step | setup WS [ps] | instances | total power, mW | hold WS, ps | util |
|---|---|---|---|---|---|
| 2_1_floorplan | 3760 | 2782 | 0.882 | 3710 | - |
| 3_3_place_gp | 2200 | 4539 | 1.82 | 4470 | 0.358 |
| 3_5_place_dp | 2190 | 4539 | 1.83 | 4460 | 0.358 |
| 4_1_cts | 2190 | 4539 | 1.84 | 4460 | 0.358 |
| 5_1_grt | 2080 | 4559 | 2.00 | 4470 | 0.359 |
| 6_report | 2270 | 4562 | 1.82 | 4440 | 0.359 |
[final timing paths]
check | cells past startpoint | end | startpoint
setup / recovery | 9 | alu_out[127] | op0_value[121]
hold / removal | 4 | alu_out[74] | mode[0]
[tightest hold or removal path, delay by kind of cell]
family                 cells  cell delay [ps]
buffers and inverters      2              690
AND-OR/OR-AND              1              150
AND/OR/NAND/NOR            1               60
No activity file was given, so power comes from the tool's default toggle rates.
